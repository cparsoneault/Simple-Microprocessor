==> design.v <==
`timescale 1ns / 1ps
module Mux #(parameter width = 32)
				(input sel,
				 input [width-1:0] in1, in2,
				 output reg [width-1:0] out);
	always@* begin
		if (sel) out <= in1;
		else out <= in2;
	end
endmodule
==> run.sh <==
#!/bin/bash
# OpenROAD 26Q1-2900-gdf79404cd8, Yosys 0.63+post, stock flow scripts
make -C /OpenROAD-flow-scripts/flow DESIGN_CONFIG=/design/flow/config.mk WORK_HOME=/design/flow/orfs finish
==> config.mk <==
export PLATFORM = sky130hd
export DESIGN_NAME = Mux
export DESIGN_NICKNAME = Mux
export VERILOG_FILES = /design/flow/design.v
export SDC_FILE = /design/flow/constraint.sdc
export NUM_CORES = 4
export LEC_CHECK = 1
export CORE_AREA = 10 10 70 70
export DIE_AREA = 0 0 80 80
==> constraint.sdc <==
current_design Mux

set clk_period 1.0
set clk_io_pct 0.2

create_clock -name clk0 -period $clk_period

set non_clock_inputs [all_inputs -no_clocks]
set_input_delay [expr $clk_period * $clk_io_pct] -clock clk0 $non_clock_inputs
set_output_delay [expr $clk_period * $clk_io_pct] -clock clk0 [all_outputs]
==> out/qor.csv <==
stage,metric,value,unit
route,ant_nets,0,
yosys,ys_area,544,um2
die,ios,97,
run_status,outcome,"finished, violations left",
yosys,avgSynthCellArea,15.1,um2
power_and_ir_drop,vdd_drop_max,0.161,mV
setup_path,endpoint_kind,output port,
die,die_w,80,um
setup_path,worstSetupPathType,in2out,
yosys,ys_seq_frac,0,
sta,rsz0062_at_grt,true,
grt,grt_max_degree,11,
die,core-area,3420,um2
yosys,largest_area_cell,mux2_4,
setup_path,critPathRequiredTime,800,ps
route,dr_total_vias,690,
placement,globalplace.congestion,0.758,
setup_path,worstPathArrival,970,ps
power_and_ir_drop,finalPower,0.619,mW
grt,first_global_vias,751,
route,wirelength,2.72,mm
route,post_drt_wl_per_cell,14.9,um
yosys,syn_area,544,um2
hold_path,hold_path.class,in2out,
placement,dp_cells,177,
grt,globalRouteOverflowTotal,0,
sta,tns,-3690,ps
power_and_ir_drop,leakagePower,0.887,nW
cells_and_area,clock_buffers,0,
yosys,synth-warning-count,1,
sta,fmax,852,MHz
route,drt-initial-drc-count,3,
cells_and_area,stdcell_area,1590,um2
sta,min_period,1170,ps
sta,setup_viol,32,
cells_and_area,regArea,0,um2
die,die-area,6400,um2
route,first_pass_iters,2,
route,remaining_drc_errors,0,
power_and_ir_drop,power_per_cell_area,390,nW/um2
grt,gr-usage-all-layers,0.0764,
grt,grt_antenna_before_repair,0,
cts,hold_buffers,0,
route,routed_via_density,3.77,
sta,final-hold-violation-count,0,
run_status,violations,setup timing,
yosys,ys_cells,36,
sta,relSlewSlack,0.926,
cells_and_area,finalNonFillerCells,183,
cells_and_area,flop-count,0,
placement,place_area,1520,um2
sta,worst_pin_slew,111,ps
die,die_y,80,um
yosys,syn-instance-count,36,
grt,grt_first_pass_wirelength,4.00,mm
cells_and_area,drive_gt1_frac,0.533,
die,num_rows,21,
yosys,synthDominantCellAreaShare,0.828,
placement,place_hpwl,2.40,mm
yosys,synth_cell_types,4,
setup_path,crit_fanout,1,
sta,finalClockPeriodUsage,1.17,
die,initCoreUtil,0.159,
placement,port_buffers,97,
setup_path,startpoint_type,input pin,
route,num_antenna_cells,0,
flow_run,drv_cap,0,
yosys,area_leaders,"mux2_4, buf_12, mux2_2",
sta,maxSlewViolCount,0,
cells_and_area,syn_to_final_growth,191,%
sta,final.setup.worst_slack,-173,ps
flow_run,warning_count,34,
[critical path, cell delays in order]
cell,delay (ps)
clkdlybuf4s50_1,400
mux2_4,260
buf_6,110
[final timing paths]
| path | from | end | slack, ps | cells past startpoint |
|---|---|---|---|---|
| min | in2[18] | out[18] | 690 | 3 |
| max | in1[27] | out[27] | -170 | 3 |
[Yosys cell counts]
library cell	number
buf_6	1
mux2_4	30
mux2_2	2
buf_12	3
[through the flow]
stage	util	worst slack [ps]	hold WS [ps]
6_report	0.464	-173	692
3_5_place_dp	0.446	-499	1360
3_3_place_gp	0.446	-497	1350
5_1_grt	0.464	-196	713
2_1_floorplan	-	66.9	498
4_1_cts	0.446	-174	801
[metal layers]
| layer | wire [um] | GRT usage | share of wire | vias up |
|---|---|---|---|---|
| met5 | 0 | 0 | 0 | - |
| met4 | 0 | 0 | 0 | 0 |
| met3 | 351 | 0.0318 | 0.13 | 0 |
| met2 | 1350 | 0.136 | 0.50 | 51 |
| met1 | 1020 | 0.0877 | 0.37 | 300 |
| li1 | - | - | - | 339 |
[cell type report]
cell class                 instances  area (um2)
multi-input combinational         32         480
tap                               46        57.6
timing repair buffer             105        1050
fill                             345        1830
[power by group]
group	internal, mW	switching, mW	leakage [nW]
combinational	0.487	0.132	0.887
clock	0	0	0
sequential	0	0	0
[timing repair]
| item | CTS | global route |
|---|---|---|
| setup buffers | 5 | 0 |
| gates cloned | 1 | 0 |
| gates resized | 170 | 15 |
| setup endpoints to repair | 32 | 32 |
[layout by cell type, fill, tap and decap left out]
master,count
dlygate4sd2_1,47
mux2_4,32
buf_6,21
buf_2,12
clkdlybuf4s50_1,10
dlymetal6s2s_1,7
buf_12,4
buf_8,3
buf_16,1
[logic make-up (layout without fill, tap and decap cells)]
family | Yosys count | in the layout | share of synthesized area
buffers and inverters | 4 | 105 | 0.131
muxes | 32 | 32 | 0.869
Power is estimated from default activity; no workload was simulated.
